--- flow/design.v ---
module ps2kbd(
  input wire clk,
  input wire ps2_clk,
  input wire ps2_data,
  output reg [7:0] ps2_code,
  output reg strobe,
  output reg err
);
  reg serin;
  always @(posedge clk) serin <= ps2_data;
  parameter LEN = 8;
  reg bitclk = 0;
  reg [LEN:0] stable = 0;
  always @(posedge clk)
  begin
    stable = { stable[LEN-1:0], ps2_clk };
    if ( &stable) bitclk <= 1;
    if (~|stable) bitclk <= 0;
  end
  wire bitedge = bitclk && (~|stable[LEN-1:0]);
  reg [8:0] shift = 0;
  reg [3:0] bitcnt = 0;
  reg parity = 0;
  always @(posedge clk)
  begin
    strobe <= 0; err <= 0;
    if (bitedge) begin
      if (bitcnt==0) begin
        parity <= 0;
        if (!serin) bitcnt <= bitcnt + 1;
        end
      else if (bitcnt<10) begin
        shift  <= { serin, shift[8:1] };
        parity <= parity ^ serin;
        bitcnt <= bitcnt + 1;
        end
      else begin
        bitcnt <= 0;
        if (parity && serin) begin
          ps2_code <= shift[7:0];
          strobe <= 1;
          end
        else
          err <= 1;
      end
    end
  end
endmodule
--- flow/run.sh ---
#!/bin/bash
# OpenROAD 26Q1-2900-gdf79404cd8, Yosys 0.63+post, stock flow scripts
make -C /OpenROAD-flow-scripts/flow DESIGN_CONFIG=/design/flow/config.mk WORK_HOME=/design/flow/orfs finish
--- flow/config.mk ---
export PLATFORM = sky130hd
export DESIGN_NAME = ps2kbd
export DESIGN_NICKNAME = ps2kbd
export VERILOG_FILES = /design/flow/design.v
export SDC_FILE = /design/flow/constraint.sdc
export NUM_CORES = 4
export LEC_CHECK = 1
export CORE_AREA = 10 10 91 91
export DIE_AREA = 0 0 101 101
--- flow/constraint.sdc ---
current_design ps2kbd

set clk_period 2.3
set clk_io_pct 0.2

create_clock -name clk0 -period $clk_period [get_ports {clk}]

set non_clock_inputs [all_inputs -no_clocks]
set_input_delay [expr $clk_period * $clk_io_pct] -clock clk0 $non_clock_inputs
set_output_delay [expr $clk_period * $clk_io_pct] -clock clk0 [all_outputs]
==> results.txt <==
Critical Setup Path Class - reg -> reg
PnR worst setup slack - 0.581 ns
Clock Tree Root - clkbuf_8
Total Routing Usage GR - 3.43%
die width - 101 µm
Yosys chip area - 1140 µm²
die height - 101 µm
Hold EP - stable[7]$_DFF_P_
Worst Hold Class - reg -> reg
CP cell instances - nor4_4, nand3_4, nor2_1
drt pass-1 iters - 4
Slowest cell on crit path - nor2_1
min-delay src - stable[6]$_DFF_P_
crit path time final - 1.72 ns
initial antenna violation count - 0
Clock Power Share - 37.6%
I/O pins - 13
Reg2Reg Setup Slack - 0.58 ns
GRT met2 Usage - 4.52%
Finished Layout Cells - 164
DR WL/cell - 9.77 µm
Synth Instances - 66
status - complete, no violations
pin count of the biggest net entering global routing - 12
Worst Skew - 0.00318 ns
final core occ - 22.9%
Switch Pwr - 215 µW
Seq share, synth - 78.9%
combinational share of power - 1.0%
FF-to-FF End - ps2_code[1]$_DFFE_PP_
worst slew pin tran - 0.624 ns
Async SR Flop Fraction - 0%
routed vias/inst - 3.44
die area - 10200 µm²
FMAX - 582 MHz
Slew headroom - 58.2%
initial core utilization - 18.0%
ratio of cells with drive above 1 in the final layout - 13.8%
CTS buffer count - 5
pre-CTS setup slack - 0.568 ns
Max Cap Viol - 0
Final Power - 1080 µW
RSZ-0062 raised after global routing - false
comb. cell area - 234 µm²
GR Util met1 - 4.18%
CP bufs+invs - 0
postcts setup bufs - 0
Arrival @ worst endpoint - 1.64 ns
total number of vias - 564
Yosys cell types - 20
Final Setup Violations - 0
Top-area cell share - 57.8%
Synth Warn # - 1
Fill cells - 638
pwr dens - 745 nW/µm²
PortBufs - 12
setup TNS - 0 ns
Placer Congestion - 0.735
peak supply drop - 0.354 mV
Main synth FF type - edfxtp_1
tool warnings - 26
GRT busiest layer - met2
sw frac - 19.9%
hold-critical path depth - 0
Final Max Slew Viols - 0
critical path launch point type - flop
antenna cells - 0
Synth top cells by count - edfxtp_1 (22), dfxtp_1 (12), nor2_1 (6)
Post-synth EDFFs - 22
Clock Latency Late Sink - 0.28 ns
row cnt - 29
CTS resizes - 0
Pint - 866 µW
antenna violation net count after detailed routing - 0
DR iter-0 viols - 42
GRT met3 Usage - 2.98%
synthesized area - 1140 µm²
clk buf depth - 2
Main area contributors - edfxtp_1 (58%), dfxtp_1 (21%), nor4_4 (3.7%), ha_1 (3.3%), nor2_1 (2.0%)
register area - 901 µm²
Crit path largest cell delay - 0.52 ns
# H-tree levels - 2
first-pass GRT wire length - 2850 µm
# Cells Yosys - 66
Post-CTS Hold Buffers - 0
Clock Pin Slew Worst Setup and Hold Paths - 0.07 ns
CTS tree - yes
Setup crit end kind - flop
CORE AREA - 6350 µm²
clk sinks - 34
most area-hungry cell type in the Yosys netlist - edfxtp_1
FF-to-FF path depth - 3
DRT Wirelength - 1600 µm
global route overflow - 0
placed wire-length estimate - 1150 µm
vias in the first global route - 593
Required @ worst endpoint - 2.22 ns
Layout area overhead - 27.1%
leakage - 0.000476 µW
delay-heaviest family, CP - simple AND/OR/NAND/NOR gates
most common cell in the netlist - edfxtp_1
ys flops - 34
post-layout period usage - 74.8%
syn avg cell area - 17.3 µm²
placed cell count - 156
r2r startpoint - stable[5]$_DFF_P_
final hold violations - 0
DRC violations left - 0
Critical Path Fanout Max - 8
Seq pwr share - 61.4%
## per-stage QoR
stage | hold slack [ns] | area [µm²]
3_5_place_dp | 0.389 | 1370
2_1_floorplan | 0.381 | 1140
5_1_grt | 0.405 | 1450
4_1_cts | 0.396 | 1450
6_report | 0.396 | 1450
3_3_place_gp | 0.385 | 1370
## power by group through the flow
| stage | clock network, µW | logic, µW | registers (µW) |
|---|---|---|---|
| after CTS | 421 | 11.0 | 663 |
| after global routing | 453 | 12.7 | 664 |
| final | 407 | 10.8 | 663 |
## routing by layer
metal / wire, µm / vias to the layer above
met5: 0 / -
met4: 23 / 0
met3: 301 / 4
met2: 551 / 27
met1: 725 / 250
li1: - / 283
## cells by family after synthesis
family          count (synthesis)  share of synthesized area, %
compound gates                  4                          2.19
simple gates                   22                          14.2
xor+xnor                        1                         0.767
buf+inv                         2                         0.657
fa+ha+maj                       3                          3.29
flops                          34                          78.9
## worst max path at each step
stage / startpoint / end / slack, ns / depth (start not counted)
final: stable[5]$_DFF_P_ / ps2_code[1]$_DFFE_PP_ / 0.58 / 3
after global routing: stable[1]$_DFF_P_ / ps2_code[6]$_DFFE_PP_ / 0.47 / 3
after CTS: stable[5]$_DFF_P_ / ps2_code[0]$_DFFE_PP_ / 0.57 / 3
## flip-flops by register name, summed over array words and instances, names as in the netlist
name,count
err,1
ps2_code,8
shift,9
stable,8
bitclk,1
bitcnt,4
parity,1
strobe,1
serin,1
## area by class of cell
| cell class | instances | share of cell area [%] |
|---|---|---|
| inverter | 2 | 0.517 |
| multi-input combinational | 30 | 16.1 |
| timing repair buffer | 13 | 8.79 |
| clock inverter | 3 | 1.12 |
| clock buffer | 5 | 4.74 |
| tap | 77 | 6.64 |
| sequential | 34 | 62.1 |
## cell usage in the layout (no fill, tap or decap), types with 3 or more instances in the layout
cell type / Yosys / layout
edfxtp_1: 22 / 22
dfxtp_1: 12 / 12
clkdlybuf4s50_1: 0 / 12
nor2_1: 6 / 6
clkbuf_8: 0 / 5
nand2_1: 3 / 3
ha_1: 3 / 3
Power figures rest on the tool's default switching activity, not on a simulated workload.
