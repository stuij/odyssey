<file path="flow/config.mk">
export PLATFORM = sky130hd
export DESIGN_NAME = vga
export DESIGN_NICKNAME = vga
export VERILOG_FILES = /design/flow/design.v
export SDC_FILE = /design/flow/constraint.sdc
export NUM_CORES = 4
export LEC_CHECK = 1
export CORE_UTILIZATION = 30
</file>
<file path="flow/constraint.sdc">
current_design vga

set clk_period 3.3
set clk_io_pct 0.2

create_clock -name clk0 -period $clk_period [get_ports {clk_pixel}]

set non_clock_inputs [all_inputs -no_clocks]
set_input_delay [expr $clk_period * $clk_io_pct] -clock clk0 $non_clock_inputs
set_output_delay [expr $clk_period * $clk_io_pct] -clock clk0 [all_outputs]
</file>
<file path="flow/design.v">
module vga(
input wire clk_pixel,
input wire clk_pixel_ena,
input wire test_picture,
output wire fetch_next,
output wire [c_bits_x - 1:0] beam_x,
output wire [c_bits_y - 1:0] beam_y,
input wire [7:0] r_i,
input wire [7:0] g_i,
input wire [7:0] b_i,
output wire [7:0] vga_r,
output wire [7:0] vga_g,
output wire [7:0] vga_b,
output wire vga_hsync,
output wire vga_vsync,
output wire vga_vblank,
output wire vga_blank,
output wire vga_de
);
parameter [31:0] c_resolution_x=640;
parameter [31:0] c_hsync_front_porch=16;
parameter [31:0] c_hsync_pulse=96;
parameter [31:0] c_hsync_back_porch=44;
parameter [31:0] c_resolution_y=480;
parameter [31:0] c_vsync_front_porch=10;
parameter [31:0] c_vsync_pulse=2;
parameter [31:0] c_vsync_back_porch=31;
parameter [31:0] c_bits_x=10;
parameter [31:0] c_bits_y=10;
parameter [31:0] c_dbl_x=0;
parameter [31:0] c_dbl_y=0;
reg [c_bits_x - 1:0] CounterX;   
reg [c_bits_y - 1:0] CounterY;   
parameter c_hblank_on = c_resolution_x - 1;
parameter c_hsync_on = c_resolution_x + c_hsync_front_porch - 1;
parameter c_hsync_off = c_resolution_x + c_hsync_front_porch + c_hsync_pulse - 1;
parameter c_hblank_off = c_resolution_x + c_hsync_front_porch + c_hsync_pulse + c_hsync_back_porch -1;
parameter c_frame_x = c_resolution_x + c_hsync_front_porch + c_hsync_pulse + c_hsync_back_porch - 1;   
parameter c_vblank_on = c_resolution_y - 1;
parameter c_vsync_on = c_resolution_y + c_vsync_front_porch - 1;
parameter c_vsync_off = c_resolution_y + c_vsync_front_porch + c_vsync_pulse - 1;
parameter c_vblank_off = c_resolution_y + c_vsync_front_porch + c_vsync_pulse + c_vsync_back_porch - 1;
parameter c_frame_y = c_resolution_y + c_vsync_front_porch + c_vsync_pulse + c_vsync_back_porch - 1;   
reg R_hsync; reg R_vsync; reg R_blank; reg R_disp;   
reg R_disp_early; reg R_vdisp;   
reg R_blank_early; reg R_vblank;   
reg R_fetch_next;
reg [7:0] R_vga_r; reg [7:0] R_vga_g; reg [7:0] R_vga_b;   
wire [7:0] W; wire [7:0] A; wire [7:0] T;
wire [5:0] Z;
  always @(posedge clk_pixel) begin
    if(clk_pixel_ena == 1'b1) begin
      if(CounterX == c_frame_x) begin
        CounterX <= {(((c_bits_x - 1))-((0))+1){1'b0}};
        if(CounterY == c_frame_y) begin
          CounterY <= {(((c_bits_y - 1))-((0))+1){1'b0}};
        end
        else begin
          CounterY <= CounterY + 1;
        end
      end
      else begin
        CounterX <= CounterX + 1;
      end
      R_fetch_next <= R_disp_early;
    end
    else begin
      R_fetch_next <= 1'b0;
    end
  end
  assign beam_x = CounterX;
  assign beam_y = CounterY;
  assign fetch_next = R_fetch_next;
  always @(posedge clk_pixel) begin
    if(CounterX == c_hblank_on) begin
      R_blank_early <= 1'b1;
      R_disp_early <= 1'b0;
    end
    else if(CounterX == c_hblank_off) begin
      R_blank_early <= R_vblank;
      R_disp_early <= R_vdisp;
    end
  end
  always @(posedge clk_pixel) begin
    if(CounterX == c_hsync_on) begin
      R_hsync <= 1'b1;
    end
    else if(CounterX == c_hsync_off) begin
      R_hsync <= 1'b0;
    end
  end
  always @(posedge clk_pixel) begin
    if(CounterY == c_vblank_on) begin
      R_vblank <= 1'b1;
      R_vdisp <= 1'b0;
    end
    else if(CounterY == c_vblank_off) begin
      R_vblank <= 1'b0;
      R_vdisp <= 1'b1;
    end
  end
  always @(posedge clk_pixel) begin
    if(CounterY == c_vsync_on) begin
      R_vsync <= 1'b1;
    end
    else if(CounterY == c_vsync_off) begin
      R_vsync <= 1'b0;
    end
  end
  always @(posedge clk_pixel) begin
      R_blank <= R_blank_early;
      R_disp <= R_disp_early;
  end
  assign vga_hsync = R_hsync;
  assign vga_vsync = R_vsync;
  assign vga_blank = R_blank;
  assign vga_vblank = R_vblank;
  assign vga_de = R_disp;
endmodule
</file>
<file path="flow/run.sh">
#!/bin/bash
# OpenROAD 26Q1-2900-gdf79404cd8, Yosys 0.63+post, stock flow scripts
make -C /OpenROAD-flow-scripts/flow DESIGN_CONFIG=/design/flow/config.mk WORK_HOME=/design/flow/orfs finish
</file>
==> results.py <==
# Synthesis and PnR figures
metrics = {
    "run_status": {
        "status": "complete, no violations",
    },
    "routing": {
        "drt_iter0_drc": 88,
        "n_antenna_cell": 0,
        "drtAntennaViolNets": 0,
        "vias": 1066,
        "avgRoutedWirePerCell_microns": 11.2,
        "via_per_inst": 4.32,
        "wirelength_microns": 2770,
        "firstDrtPassIters": 4,
        "remaining_drc_errors": 0,
    },
    "sta": {
        "worstMarginPinSlew_ns": 0.531,
        "hold_viol": 0,
        "rsz0062_at_grt": "no",
        "fin_crit_sh_pct": 67.7,
        "max_freq_mhz": 448,
        "fin_crit_ns": 2.23,
        "slew_headroom_pct": 64.5,
        "clock_skew_ns": 0.00284,
        "fin_setup_tns_ns": 0,
        "finalSetupViolCount": 0,
        "slew_viol_final": 0,
    },
    "clocking": {
        "numCtsBuffers": 5,
        "cts_resized": 0,
        "clk_pin_slew_ns": 0.06,
        "clk-insertion-delay-late_ns": 0.27,
        "cts_max_level": 2,
        "ctsHoldBuffers": 0,
        "cts_tree": "yes",
        "cts.sinks": 29,
        "cts-root-buf": "clkbuf_8",
        "cts_setup_buffers": 0,
        "cts_max_path_buffers": 2,
    },
    "synthesis": {
        "numSynthFlops": 29,
        "async_flop_share_pct": 0,
        "syn_area_sq_um": 1590,
        "syn_inst": 147,
        "synth.avg_cell_area_sq_um": 10.8,
        "ys_warn_count": 25,
        "seq_area_frac_synth_pct": 49.0,
        "synth_cell_types": 37,
        "yosysChipArea_sq_um": 1590,
        "ys_cells": 147,
        "edf_count": 20,
        "ff_type": "edfxtp_1",
    },
    "power": {
        "powerDensity_nw_per_um2": 392,
        "p_sw_mw": 0.163,
        "sequentialPowerShare_pct": 56.1,
        "sw_frac_of_total_pct": 21.7,
        "ir_worst_vdd_uv": 142,
        "p_comb_share_pct": 7.6,
        "p_int_mw": 0.590,
        "clkPwrFrac_pct": 36.3,
        "p_leak_nw": 0.703,
    },
    "critical_path": {
        "startpoint_type": "flip-flop",
        "path_class": "reg -> reg",
        "path_buffers": 0,
        "slowest_delay_ns": 0.50,
        "r2r_slack_ns": 1.07,
        "worst-path-max-fanout": 10,
        "cp-end-kind": "flip-flop",
        "slowest_stage": "and2_1",
        "path_cells": "ha_1 -> nand4bb_2 -> nor3_4 -> and2_1",
        "critPathRequiredTime_ns": 3.22,
        "crit_family": "simple AND/OR/NAND/NOR gates",
        "worst_ep_arrival_time_ns": 2.15,
    },
    "global_routing": {
        "grt-ovfl-total": 0,
        "grt_antenna_before_repair": 0,
        "grt_pass1_vias": 893,
        "gr-usage-all-layers_pct": 10.7,
        "grt_pass1_wl_microns": 4490,
        "grt_max_degree": 13,
    },
    "floorplan": {
        "io-pin-count": 77,
        "dieArea_sq_um": 5600,
        "num_rows": 26,
        "die_height_microns": 74.9,
        "initial_core_util_pct": 31.2,
        "core_area_sq_um": 5110,
        "dieWidth_microns": 74.9,
    },
    "cells_and_area": {
        "fill_cells": 522,
        "seqCellArea_sq_um": 781,
        "drive_above_1_share_pct": 6.21,
        "logic_area_sq_um": 679,
        "final_cells": 247,
        "area_delta_synth_final_pct": 20.6,
    },
    "flow_run": {
        "warnings": 52,
        "cap_violations": 0,
    },
    "placement": {
        "portBuffers": 27,
        "dp.cells": 239,
        "dp_hpwl_microns": 1950,
        "place_congestion": 0.768,
    },
    "min_path": {
        "hp-class": "reg -> reg",
    },
}
-- per-stage QoR --
step           hold slack, ns  power [mW]  cell area [sq um]  setup slack [ns]  utilization (%)
3_3_place_gp            0.349       0.487               1840             0.915             36.0
4_1_cts                 0.359       0.766               1920              1.04             37.6
5_1_grt                 0.371       0.790               1920             0.876             37.6
2_1_floorplan           0.331       0.473               1680              1.48                -
3_5_place_dp            0.351       0.488               1840             0.905             36.0
6_report                0.357       0.753               1920              1.07             37.6
-- kinds of logic after synthesis --
family / after synthesis / synth area share (%)
AND-OR/OR-AND: 15 / 6.91
XOR/XNOR: 13 / 7.15
adder cells (fa/ha/maj): 4 / 3.14
buffers and inverters: 34 / 13.7
flip-flops: 29 / 49.0
other: 1 / 0.235
AND/OR/NAND/NOR: 51 / 19.8
-- cells in the final DEF, fill, tap and decap left out, types with 3 or more instances in the layout --
cell	count
nand2_1	5
inv_1	6
clkdlybuf4s50_1	27
and4_1	3
nand3_1	6
o31ai_1	4
nor2_1	12
clkbuf_8	5
or4_1	3
xor2_1	6
nor3_1	3
edfxtp_1	20
nand4_1	4
clkbuf_1	3
a21oi_1	4
dfxtp_1	9
ha_1	4
xnor2_1	7
conb_1	24
-- worst reg2reg max path, stage by stage, from the launching register on --
cell and delay [ns]:
edfxtp_1 0.41, ha_1 0.33, nand4bb_2 0.22, nor3_4 0.42, and2_1 0.50
-- final timing paths --
kind                       from  cells after the start           to
setup / recovery    CounterX[0]                      4  CounterY[6]
hold / removal    R_blank_early                      0      R_blank
setup reg to reg    CounterX[0]                      4  CounterY[6]
hold reg to reg   R_blank_early                      0      R_blank
-- state kept, by name, indices dropped and copies added (netlist names) --
name,flops
R_blank_early,1
R_disp,1
R_vsync,1
R_disp_early,1
R_vblank,1
R_vdisp,1
CounterY,10
R_fetch_next,1
R_blank,1
CounterX,10
R_hsync,1
-- power by group through the flow --
stage | registers [mW] | logic (mW) | clock network (mW)
CTS | 0.423 | 0.0584 | 0.285
global route | 0.425 | 0.0664 | 0.298
finish | 0.423 | 0.0573 | 0.274
-- Yosys cell counts, types with 2 or more instances --
| cell | n | share of area [%] |
|---|---|---|
| inv_1 | 6 | 1.4 |
| buf_4 | 24 | 11 |
| a21oi_1 | 4 | 1.3 |
| nor3_1 | 3 | 0.94 |
| ha_1 | 4 | 3.1 |
| nor3b_1 | 2 | 0.94 |
| xnor2_1 | 7 | 3.8 |
| and2_1 | 2 | 0.79 |
| clkbuf_1 | 3 | 0.71 |
| or4_1 | 3 | 1.4 |
| edfxtp_1 | 20 | 38 |
| nand4_1 | 4 | 1.6 |
| nand3_1 | 6 | 1.9 |
| xor2_1 | 6 | 3.3 |
| o31ai_1 | 4 | 1.9 |
| and4_1 | 3 | 1.6 |
| nand4b_1 | 2 | 1.1 |
| dfxtp_1 | 9 | 11 |
| nor4_1 | 2 | 0.79 |
| nand2_1 | 5 | 1.2 |
| nor2_1 | 12 | 2.8 |
-- per-layer routing --
metal  track usage, %  vias up  wire [microns]
li1                 -      532               -
met2             14.6       37            1250
met1             18.1      491            1340
met5                0        -               0
met4             1.47        0              52
met3             2.44        6             131
-- layout make-up --
type                    instances  area share, %
repair buffers                 27           14.1
multi-input cells             107           35.4
well taps                      70           4.56
clock buffers                   8           4.17
inverters                       6           1.17
flip-flops and latches         29           40.7
Power is estimated from default activity; no workload was simulated.
